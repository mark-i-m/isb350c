==> design/flow/design.v <==
`timescale 1ps/1ps
module facache(input clk, input [15:0]adr, input readEnable,  
    input [15:0]insert_adr, input [15:0]data_in, input valid_in,  
    output [15:0]data_out, output valid_out,  
    output [15:0]evicted_adr, output [15:0]evicted_data, output evicted_valid);  
    parameter DEBUG = 0;
    reg [15:0]data_out_reg;
    reg valid_out_reg = 0;
    assign data_out = data_out_reg;
    assign valid_out = valid_out_reg;
    reg [15:0]evicted_adr_reg;
    reg [15:0]evicted_data_reg;
    reg evicted_valid_reg = 0;
    assign evicted_adr = evicted_adr_reg;
    assign evicted_data = evicted_data_reg;
    assign evicted_valid = evicted_valid_reg;
    reg v[3:0];
    reg [15:0]tag[3:0];
    reg [15:0]data[3:0];
    initial begin
        v[0] <= 0;
        v[1] <= 0;
        v[2] <= 0;
        v[3] <= 0;
    end
    reg lru_write;
    reg [1:0]used;
    wire [1:0]lru_idx;  
    lru lru0(clk, lru_write, used, lru_idx);
    function isHit;
        input [1:0]i;
        input [15:0]a;
        isHit = v[i] && tag[i] == a;
    endfunction
    reg [1:0]entry_tmp;
    always @(posedge clk) begin
        if (valid_in &&
            !isHit(0,insert_adr) &&
            !isHit(1,insert_adr) &&
            !isHit(2,insert_adr) &&
            !isHit(3,insert_adr)) begin  
            if (!v[0]) begin
                v[0] <= 1;
                tag[0] <= insert_adr;
                data[0] <= data_in;
                lru_write <= 1;
                used <= 0;
                if (DEBUG) $display("%m[0] <= %x @ %x", data_in, insert_adr);
            end else if (!v[1]) begin
                v[1] <= 1;
                tag[1] <= insert_adr;
                data[1] <= data_in;
                lru_write <= 1;
                used <= 1;
                if (DEBUG) $display("%m[1] <= %x @ %x", data_in, insert_adr);
            end else if (!v[2]) begin
                v[2] <= 1;
                tag[2] <= insert_adr;
                data[2] <= data_in;
                lru_write <= 1;
                used <= 2;
                if (DEBUG) $display("%m[2] <= %x @ %x", data_in, insert_adr);
            end else if (!v[3]) begin
                v[3] <= 1;
                tag[3] <= insert_adr;
                data[3] <= data_in;
                lru_write <= 1;
                used <= 3;
                if (DEBUG) $display("%m[3] <= %x @ %x", data_in, insert_adr);
            end else begin  
                evicted_adr_reg <= tag[lru_idx];
                evicted_data_reg <= data[lru_idx];
                evicted_valid_reg <= 1;
                v[lru_idx] <= 1;
                tag[lru_idx] <= insert_adr;
                data[lru_idx] <= data_in;
                lru_write <= 1;
                used <= lru_idx;
                if (DEBUG) $display("%m[%d] <= %x @ %x", lru_idx, data_in, insert_adr);
            end
        end else if(readEnable) begin
            if (isHit(0,adr)) begin
                valid_out_reg <= 1;
                data_out_reg <= data[0];
                lru_write <= 1;
                used <= 0;
                if (DEBUG) $display("%m[0] hit %x @ %x", data[0], adr);
            end else if (isHit(1,adr)) begin
                valid_out_reg <= 1;
                data_out_reg <= data[1];
                lru_write <= 1;
                used <= 1;
                if (DEBUG) $display("%m[1] hit %x @ %x", data[1], adr);
            end else if (isHit(2,adr)) begin
                valid_out_reg <= 1;
                data_out_reg <= data[2];
                lru_write <= 1;
                used <= 2;
                if (DEBUG) $display("%m[2] hit %x @ %x", data[2], adr);
            end else if (isHit(3,adr)) begin
                valid_out_reg <= 1;
                data_out_reg <= data[3];
                lru_write <= 1;
                used <= 3;
                if (DEBUG) $display("%m[3] hit %x @ %x", data[3], adr);
            end else begin
                valid_out_reg <= 0;
                data_out_reg <= 16'hxxxx;
                lru_write <= 0;
            end
        end
        if (evicted_valid_reg) begin
            evicted_valid_reg <= 0;
        end
    end
endmodule
`timescale 1ps/1ps
module lru(input clk, input lru_we, input [1:0]used, output [1:0]lru_idx);
    parameter DEBUG = 0;
    reg [1:0]lru[3:0];
    initial begin
        lru[0] = 0;
        lru[1] = 1;
        lru[2] = 2;
        lru[3] = 3;
    end
    always @(posedge clk) begin
        if (lru_we) begin  
            if (lru[3] == used) begin
                lru[3] <= lru[2];
                lru[2] <= lru[1];
                lru[1] <= lru[0];
                lru[0] <= used;
            end else if (lru[2] == used) begin
                lru[2] <= lru[1];
                lru[1] <= lru[0];
                lru[0] <= used;
            end else if (lru[1] == used) begin
                lru[1] <= lru[0];
                lru[0] <= used;
            end
            if (DEBUG) $display("MRU->LRU: %d %d %d %d", lru[0], lru[1], lru[2], lru[3]);
        end
    end
    assign lru_idx = lru[3];
endmodule
==> design/flow/run.sh <==
#!/bin/bash
# OpenROAD 26Q1-2900-gdf79404cd8, Yosys 0.63+post, stock flow scripts
make -C /OpenROAD-flow-scripts/flow DESIGN_CONFIG=/design/flow/config.mk WORK_HOME=/design/flow/orfs finish
==> design/flow/config.mk <==
export PLATFORM = sky130hd
export DESIGN_NAME = facache
export DESIGN_NICKNAME = facache
export VERILOG_FILES = /design/flow/design.v
export SDC_FILE = /design/flow/constraint.sdc
export NUM_CORES = 4
export LEC_CHECK = 1
export CORE_UTILIZATION = 30
==> design/flow/constraint.sdc <==
current_design facache

set clk_period 7.4
set clk_io_pct 0.2

create_clock -name clk0 -period $clk_period [get_ports {clk}]

set non_clock_inputs [all_inputs -no_clocks]
set_input_delay [expr $clk_period * $clk_io_pct] -clock clk0 $non_clock_inputs
set_output_delay [expr $clk_period * $clk_io_pct] -clock clk0 [all_outputs]
==> node_exporter_impl.prom <==
# HELP chip_impl_metric Yosys and OpenROAD flow results
# TYPE chip_impl_metric gauge
chip_impl_info{name="outcome",value="finished clean"} 1
chip_impl_info{name="timing.hold.worst.class",value="flop to flop"} 1
chip_impl_metric{name="clock_tree.htree_level_count",unit=""} 4
chip_impl_metric{name="via_count",unit=""} 5587
chip_impl_metric{name="worst_pin_slew",unit="ps"} 910
chip_impl_metric{name="cts_hold_buf",unit=""} 0
chip_impl_metric{name="power.static_leakage",unit="nW"} 3.57
chip_impl_metric{name="clock-skew-final",unit="ps"} 10.3
chip_impl_metric{name="vdd_ir_drop_max",unit="uV"} 144
chip_impl_metric{name="initCoreUtil",unit="%"} 30.4
chip_impl_metric{name="setup-tns-final",unit="ps"} 0
chip_impl_metric{name="required_time_of_the_worst_setup_path",unit="ps"} 7520
chip_impl_metric{name="globalRoute.totalOverflow",unit=""} 0
chip_impl_metric{name="drcViolationCount",unit=""} 0
chip_impl_metric{name="chip_area_yosys",unit="sq mm"} 0.00899
chip_impl_metric{name="number_of_logged_tool_warnings",unit=""} 25
chip_impl_metric{name="slew_violations",unit=""} 0
chip_impl_metric{name="max_clock_buf_depth",unit=""} 2
chip_impl_metric{name="cp.arrival",unit="ps"} 4680
chip_impl_metric{name="cts_repair_resize_count",unit=""} 0
chip_impl_metric{name="power.density_cell_area",unit="mW/mm^2"} 226
chip_impl_info{name="biggestRegsByFlops",value="data (64), tag (64)"} 1
chip_impl_metric{name="setup_viol_count_final",unit=""} 0
chip_impl_metric{name="synthesis.area_per_instance",unit="sq um"} 15.3
chip_impl_metric{name="tritoncts_num_sinks",unit=""} 193
chip_impl_metric{name="flow.area_growth_from_synthesis",unit="%"} 23.7
chip_impl_metric{name="async_set_or_reset_flop_fraction_in_the_synthesized_netlist",unit="%"} 0
chip_impl_metric{name="grt_start_max_net_pins",unit=""} 36
chip_impl_metric{name="post_synth_num_cell_types",unit=""} 49
chip_impl_metric{name="finalClockPeriodUsage",unit="%"} 61.7
chip_impl_metric{name="drt.antenna.violating_nets",unit=""} 0
chip_impl_metric{name="report.final.hold_viol_count",unit=""} 0
chip_impl_metric{name="drt_pass1_iterations",unit=""} 4
chip_impl_metric{name="synthesis.yosys.warnings",unit=""} 3
chip_impl_info{name="cp-start-kind",value="input pin"} 1
chip_impl_metric{name="grt_pass1_vias",unit=""} 5858
chip_impl_metric{name="max_slew_margin",unit="%"} 39.3
chip_impl_metric{name="drt-vias-per-instance",unit=""} 5.07
chip_impl_info{name="clk_root_buffer_cell",value="sky130_fd_sc_hd__clkbuf_16"} 1
chip_impl_metric{name="filler_cell_count",unit=""} 2755
chip_impl_metric{name="wire_length_of_the_first_global_routing_pass",unit="mm"} 36.6
chip_impl_metric{name="die_width",unit="um"} 175
chip_impl_metric{name="fp.coreArea",unit="sq mm"} 0.0296
chip_impl_metric{name="num_rows",unit=""} 63
chip_impl_metric{name="drt_iter0_drc",unit=""} 467
chip_impl_metric{name="die_height",unit="um"} 175
chip_impl_metric{name="ys_cells",unit=""} 587
chip_impl_info{name="rsz0062_at_grt",value="no"} 1
chip_impl_metric{name="detail_route.wl_per_cell",unit="um"} 22.0
chip_impl_metric{name="max-cap-violations",unit=""} 0
chip_impl_metric{name="design.portCount",unit=""} 101
chip_impl_info{name="cts_tree",value="yes"} 1
chip_impl_metric{name="synth_flops",unit=""} 193
chip_impl_metric{name="fin_ws",unit="ps"} 2830
chip_impl_metric{name="gp_congestion",unit=""} 1.01
chip_impl_metric{name="insertion_delay",unit="ps"} 440
chip_impl_metric{name="place_worst_setup_slack",unit="ps"} 2410
chip_impl_metric{name="fmax",unit="GHz"} 0.219
chip_impl_metric{name="edf_count",unit=""} 187
chip_impl_metric{name="flop_area",unit="sq mm"} 0.00574
chip_impl_metric{name="placement.io_buffers",unit=""} 100
chip_impl_metric{name="drive_above_1_share",unit="%"} 12.8
chip_impl_metric{name="numCtsBuffers",unit=""} 17
chip_impl_metric{name="cts.clk_slew.worst_paths",unit="ps"} 70
chip_impl_metric{name="antenna-diode-count",unit=""} 0
chip_impl_info{name="flop_cell",value="sky130_fd_sc_hd__edfxtp_1"} 1
chip_impl_metric{name="cp_max_fo",unit=""} 17
chip_impl_metric{name="synth_sequential_area_ratio",unit="%"} 63.8
chip_impl_metric{name="post-layout-total-power",unit="mW"} 2.52
chip_impl_metric{name="drt-total-wl",unit="mm"} 24.2
chip_impl_info{name="capturing_element_type_of_the_critical_path",value="flop"} 1
chip_impl_metric{name="grt.total_usage",unit="%"} 17.3
chip_impl_metric{name="post-cts-setup-buffers",unit=""} 0
chip_impl_metric{name="finalCriticalPeriod",unit="ps"} 4570
chip_impl_metric{name="comb_area",unit="sq mm"} 0.00315
chip_impl_metric{name="post_synth_instance_area",unit="sq mm"} 0.00899
chip_impl_metric{name="die_area",unit="sq mm"} 0.0307
chip_impl_info{name="timing_worst_setup_path_type",value="input pin to flop"} 1
chip_impl_metric{name="synth_cells",unit=""} 587
chip_impl_metric{name="antenna_violations_before_repair",unit=""} 0
chip_impl_metric{name="post-dp-hpwl",unit="mm"} 17.2
## per-layer routing
layer / part of all wire (%) / vias to the layer above / GRT usage (%)
met5: 0 / - / 0
met1: 41 / 2778 / 24.3
met2: 48 / 254 / 27.4
li1: - / 2522 / -
met4: 2.4 / 0 / 3.51
met3: 8.2 / 33 / 5.97
## worst paths after layout
| kind | depth (start not counted) | slack [ps] | from | end |
|---|---|---|---|---|
| min reg2reg | 0 | 420 | lru0.lru[0][1] | lru0.lru[1][1] |
| min | 0 | 420 | lru0.lru[0][1] | lru0.lru[1][1] |
| max | 8 | 2830 | insert_adr[4] | tag[0][6] |
| max reg2reg | 7 | 4130 | tag[2][4] | tag[0][6] |
## cell usage after synthesis, drive strengths merged (7+ instances only)
cell,count,share of area [%]
edfxtp,187,62
xor2,76,7.4
xnor2,58,5.7
mux4,32,8.0
nand2,28,1.2
nor4,24,1.7
o21ai,22,1.2
nand4,16,1.1
clkbuf,14,0.81
nor2,13,0.54
a211oi,11,0.92
a21boi,10,0.84
nand3,10,0.56
nor3,9,0.50
inv,8,0.33
a21oi,7,0.39
## cells by family (layout without fill, tap and decap cells)
logic type | after synthesis | after routing | synth area share (%)
xor+xnor | 134 | 134 | 13.1
simple gates | 126 | 126 | 7.94
flops | 193 | 193 | 63.8
mux | 34 | 34 | 8.26
buf+inv | 29 | 154 | 1.60
compound gates | 71 | 71 | 5.33
## stage by stage
step                      utilization [%]  cell area [sq um]  hold slack (ps)  instances
after global routing                 37.6              11100              424       1102
after detailed placement             35.6              10500              405       1071
after floorplan                         -               8990              375        587
after global placement               35.6              10500              405       1071
after CTS                            37.6              11100              422       1102
final                                37.6              11100              421       1102
## where the power goes
group / switching, mW / internal (mW) / total [mW]
combinational: 0.149 / 0.140 / 0.289
sequential: 0.0317 / 1.27 / 1.30
clock: 0.441 / 0.483 / 0.925
total: 0.622 / 1.89 / 2.52
## cells in the final DEF (no fill, tap or decap), types with 6 or more instances in the layout
cell type	n
sky130_fd_sc_hd__inv_1	8
sky130_fd_sc_hd__edfxtp_1	187
sky130_fd_sc_hd__clkbuf_16	17
sky130_fd_sc_hd__a21oi_1	6
sky130_fd_sc_hd__clkdlybuf4s50_1	100
sky130_fd_sc_hd__nor4_1	22
sky130_fd_sc_hd__dfxtp_1	6
sky130_fd_sc_hd__mux4_2	32
sky130_fd_sc_hd__xor2_1	76
sky130_fd_sc_hd__buf_4	15
sky130_fd_sc_hd__xnor2_1	58
sky130_fd_sc_hd__a2111oi_0	6
sky130_fd_sc_hd__nor2_1	13
sky130_fd_sc_hd__nand4_1	16
sky130_fd_sc_hd__a221oi_1	6
sky130_fd_sc_hd__nand3_1	10
sky130_fd_sc_hd__a211oi_1	10
sky130_fd_sc_hd__a21boi_0	10
sky130_fd_sc_hd__nand2_1	28
sky130_fd_sc_hd__nor3_1	8
sky130_fd_sc_hd__o21ai_0	19
## worst max-delay path, cell delays in order
cell and delay, ps:
sky130_fd_sc_hd__clkdlybuf4s50_1 670, sky130_fd_sc_hd__xor2_1 370, sky130_fd_sc_hd__nor4_1 120, sky130_fd_sc_hd__nand4_1 90
sky130_fd_sc_hd__nor4_1 60, sky130_fd_sc_hd__or4b_2 890, sky130_fd_sc_hd__a21oi_4 580, sky130_fd_sc_hd__buf_4 400
## area by class of cell
| type | instances | area share, % |
|---|---|---|
| Sequential cell | 193 | 51.6 |
| Multi-Input combinational cell | 365 | 28.3 |
| Tap cell | 390 | 4.39 |
| Clock inverter | 14 | 1.56 |
| Clock buffer | 17 | 3.83 |
| Timing Repair Buffer | 115 | 10.0 |
| Inverter | 8 | 0.270 |
Power figures rest on the tool's default switching activity, not on a simulated workload.
