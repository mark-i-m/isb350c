===== ./config.mk =====
export PLATFORM = sky130hd
export DESIGN_NAME = fifo
export DESIGN_NICKNAME = fifo
export VERILOG_FILES = /design/flow/design.v
export SDC_FILE = /design/flow/constraint.sdc
export NUM_CORES = 4
export LEC_CHECK = 1
export CORE_UTILIZATION = 30

===== ./constraint.sdc =====
current_design fifo

set clk_period 19.5
set clk_io_pct 0.2

create_clock -name clk0 -period $clk_period [get_ports {clk}]

set non_clock_inputs [all_inputs -no_clocks]
set_input_delay [expr $clk_period * $clk_io_pct] -clock clk0 $non_clock_inputs
set_output_delay [expr $clk_period * $clk_io_pct] -clock clk0 [all_outputs]

===== ./design.v =====
`timescale 1ps/1ps
module fifo(input clk,
            input push, input [WIDTH-1:0]data_in, output q_full,
            input pop, output [WIDTH-1:0]data_out, output q_empty,
            input flush);
    parameter SIZE = 5;  
    parameter WIDTH = 16;  
    parameter DEBUG = 0;  
    reg [SIZE:0]head = 0;  
    reg [SIZE:0]tail = 0;  
    reg [SIZE:0]n = 0;  
    reg [WIDTH-1:0]data[(1<<SIZE)-1:0];
    always @(posedge clk) begin
        if (push && !q_full && !flush) begin
            data[tail] <= data_in;
            tail <= tail == ((1 << SIZE) -1) ? 0 : tail + 1;
            if (DEBUG) $display("%m[%d] push %x", tail, data_in);
        end
        if (pop && !q_empty && !flush) begin
            head <= head == ((1 << SIZE) -1) ? 0 : head + 1;
            if (DEBUG) $display("%m[%d] pop  %x", head, data[head]);
        end
        if (flush) begin
            head <= tail;
            n <= 0;
            if (DEBUG) $display("%m flush");
        end
        n <= flush ? 0 : n + ((push && !q_full && !flush) - (pop && !q_empty && !flush));
    end
    assign data_out = data[head];  
    assign q_full = n == (1 << SIZE);
    assign q_empty = n == 0;
endmodule

===== ./run.sh =====
#!/bin/bash
# OpenROAD 26Q1-2900-gdf79404cd8, Yosys 0.63+post, stock flow scripts
make -C /OpenROAD-flow-scripts/flow DESIGN_CONFIG=/design/flow/config.mk WORK_HOME=/design/flow/orfs finish

==> GITHUB_STEP_SUMMARY <==
### Yosys + OpenROAD results

| Metric | Value |
|---|---|
| Xor/xnor share | `0.00380` |
| Comb area leader | `multiplexers` |
| Initial antenna violation count | `1` |
| Simple-Gate Fraction of Synth Area | `0.0329` |
| Endpoints failing hold | `0` |
| Area leader share | `0.758` |
| Mean routed wirelength per cell | `approximately 21 um` |
| DRT iter0 DRCs | `around 620` |
| Vias in the first global route | `11100` |
| GPL Wtd Cong | `0.849` |
| CP Launch Type | `flip-flop` |
| Overall power | `2.90 mW` |
| Yosys Warn Count | `1` |
| Site row count | `between 90 and 100` |
| Clock sink total | `approximately 530` |
| Hold depth | `2` |
| Fillers | `6240` |
| 1st-pass router iterations | `4` |
| Static Leak | `7.72 nW` |
| Reg-to-Reg End | `n[4]` |
| DRC viols | `0` |
| Post-Synth Adder-Cell Area | `0.00760` |
| Yosys stat cell total | `1061` |
| Layout area overhead | `15.4%` |
| Status | `completed` |
| Synth Seq Share | `0.764` |
| Cells after Synth | `1061` |
| Clock Latency Late Sink | `0.59 ns` |
| Via density per instance | `approximately 5` |
| Chip Width | `265 um` |
| Vias | `10100` |
| CP Max Fanout | `37` |
| Mux area share | `0.134` |
| Die Size | `approximately 70000 um2` |
| Final worst-path cycle share | `0.403` |
| Worst R2R Setup Slack | `16.49 ns` |
| Root Buffer Master | `clkbuf_16` |
| Crit-path leading delay family | `buffers and inverters` |
| DRT antenna net count | `0` |
| Hold EP | `head[5]` |
| Peak Freq | `127 MHz` |
| Worst Setup End Kind | `output port` |
| CTS resizes | `0` |
| H-tree lvl count | `2` |
| Top-level port count | `38` |
| Layout cells sized above 1 | `0.194` |
| Max Slew Vio Count | `0` |
| CP max stage delay | `around 0.71 ns` |
| Critical path arrival | `3.96 ns` |
| Yosys top cell by area | `edfxtp_1` |
| Port bufs | `37` |
| Tool warning count | `28` |
| Crit-path slowest cell | `buf_4` |
| First-pass GRT wire length | `67500 um` |
| Syn avg cell area | `between 15 and 20 um2` |
| GRT Residual Overflow | `0` |
| Min-delay src | `tail[5]` |
| Cts hold-fix bufs | `0` |
| Worst-path clk slew | `roughly 0.06 ns` |
| Number of max-cap violations | `0` |
| Power Dens Cells | `121 nW/um2` |
| TNS Setup | `0 ns` |
| Slew headroom | `0.452` |
| Total Wirelength | `44400 um` |
| Reg2Reg Launch Point | `n[1]` |
| Top cells excl fill/tap | `edfxtp_1 (524), mux2i_1 (122), a22oi_1 (91)` |
| Yosys stat chip area | `about 21000 um2` |
| Critical Path Most Common Cell | `buf_4` |
| AO/OA Area Share | `0.0400` |
| TritonCTS Buffers | `50` |
| Critical path cell sequence | `buf_4 -> buf_4 -> mux4_2 -> a22oi_1 -> nand4_1 -> clkdlybuf4s50_1` |
| Peak supply drop | `68.6 uV` |
| Yosys cell types | `between 40 and 50` |
| Endpoints failing setup | `0` |
| Chip Height | `265 um` |
| Min cycle time layout | `7.86 ns` |
| Largest cells by area after synthesis | `edfxtp_1 (76%), mux4_2 (7.4%), mux2i_1 (5.9%)` |
| Clk_skew | `around 0.025 ns` |
| GRT Resource Usage Total | `0.138` |
| Post-detail-place hpwl | `about 26000 um` |
| Ant diodes | `0` |
| Post-synthesis register bit count | `~530` |
| Unrepaired setup endpoints after global routing | `false` |
| FP Core Util | `0.303` |
| Crit path DRT | `15.60 ns` |
| Crit path kind | `flip-flop to output port` |
| FF-to-FF path depth | `11` |
| Worst-margin pin slew | `0.822 ns` |
| Core area | `68500 um2` |
| Largest net degree at the start of global routing | `99` |
| Crit path buf inv count | `3` |
| Max Buffers Root-to-Sink | `3` |
| CTS tree | `yes` |
| Most numerous logic cell after layout | `edfxtp_1` |
| Cell Area, Synth | `20800 um2` |
| Post-CTS setup buffer count | `0` |
| HP Class | `flip-flop to flip-flop` |
==> power breakdown <==
group | total (mW) | switching [mW] | leakage [nW] | internal, mW
combinational | 0.706 | 0.381 | 2.22 | 0.326
clock | 0.886 | 0.403 | 0.724 | 0.482
sequential | 1.31 | 0.0266 | 4.77 | 1.28
==> cells by family after synthesis <==
| group | count (synthesis) |
|---|---|
| adder cells (fa/ha/maj) | 12 |
| XOR/XNOR | 9 |
| flip-flops | 530 |
| multiplexers | 193 |
| AND/OR/NAND/NOR | 139 |
| AND-OR/OR-AND | 112 |
| buffers and inverters | 66 |
==> how the worst max path moves through the flow <==
stage	startpoint	end	cells after the start
4_1_cts	head[0]	data_out[6]	6
5_1_grt	head[0]	data_out[6]	6
6_report	head[0]	data_out[0]	6
==> final cells by class <==
type / instances / area, um2 / share of cell area
Timing Repair Buffer: 99 / 848 / 0.0354
Inverter: 8 / 30.0 / 0.00125
Tap cell: 882 / 1100 / 0.0461
Sequential cell: 530 / 15900 / 0.662
Multi-Input combinational cell: 465 / 4620 / 0.193
Clock buffer: 62 / 1320 / 0.0550
Clock inverter: 29 / 186 / 0.00778
==> per-layer routing <==
layer | wire (um) | vias to the layer above | track usage
met5 | 13 | - | 0
met4 | 1320 | 2 | 0.0352
met3 | 6000 | 77 | 0.0894
met2 | 20500 | 492 | 0.205
met1 | 16600 | 4977 | 0.171
li1 | - | 4549 | -
==> cells in the mapped netlist (all sizes together) <==
master     n
nor2b     10
a2111oi    1
a21oi      3
a311o      1
xor2       4
inv        8
ha        11
buf       49
or4        1
mux2i    122
mux4      68
nand4     15
edfxtp   524
nand3b     3
o311ai     1
or3b       1
or3        1
fa         1
dfxtp      6
a22oi     91
mux2       3
a311oi     2
and2       3
nor4       2
nor3b      2
a211oi     1
clkbuf     9
nor3       1
a31oi      1
xnor2      5
and3       3
nor2      46
nand2     16
and3b      1
o21ai      9
a21o       2
nand3     34
==> registers in the layout, indices dropped and copies added, names as in the netlist <==
signal / flops
n: 6
head: 6
data: 512
tail: 6
==> stage by stage <==
stage / instance area [um2] / std cells / hold slack (ns) / setup WS, ns / util
3_5_place_dp: 22500 / 1984 / 0.608 / 12.09 / 0.328
3_3_place_gp: 22500 / 1984 / 0.585 / 12.10 / 0.328
5_1_grt: 24000 / 2075 / 0.655 / 11.42 / 0.350
6_report: 24000 / 2075 / 0.622 / 11.64 / 0.350
4_1_cts: 24000 / 2075 / 0.622 / 11.48 / 0.350
2_1_floorplan: 20800 / 1061 / 0.555 / 13.31 / -
==> worst reg2reg max path, stage by stage, from the launching register on <==
cell      delay [ns]
dfxtp_1         0.39
nor3_1          0.12
a311oi_2        0.75
inv_1           0.11
ha_1            0.30
inv_1           0.04
ha_1            0.20
fa_1            0.43
a21o_1          0.19
a21oi_1         0.16
xor2_1          0.15
nor2_1          0.05
Power is estimated from default activity; no workload was simulated.
